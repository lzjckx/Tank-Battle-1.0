### flow/design.v
module bullet(clk,resetn,tx,ty,td,ready,fire,bx,by,bd,start);
	input clk,resetn,start;
	input [7:0] tx;  
	input [6:0] ty;  
	input [1:0] td;  
	input ready;  
	input fire;  
	output reg [7:0] bx;  
	output reg [6:0] by;  
	output reg [2:0] bd;  
	reg [2:0] current_state,next_state;	
	reg divider_enable;
	reg [19:0] dividerout;
	reg divider;
	localparam    
					WAIT = 3'd0,     
					READY = 3'd1,    
					UP      = 3'd2,  
					DOWN    = 3'd3,  
					LEFT    = 3'd4,  
					RIGHT   = 3'd5;	 
		always@(*)
		begin: state_table 
				case (current_state)
					WAIT: next_state = start ? READY : WAIT;
					READY: begin  
								if(!fire)
									next_state = READY;
								else begin  
									case(td)  
										2'd0: next_state = UP;
										2'd1: next_state = DOWN;
										2'd2: next_state = LEFT;
										2'd3: next_state = RIGHT;
									endcase
								end
							end
					UP: next_state = ready ? READY : UP;
					DOWN: next_state = ready ? READY : DOWN;
					LEFT: next_state = ready ? READY : LEFT;
					RIGHT: next_state = ready ? READY : RIGHT;
					default: next_state = READY;
				endcase
		end
		always@(posedge clk)
		begin: state_FFs
			if(!resetn)  
				current_state <= WAIT;
			else  
				current_state <= next_state;
		end  
		always @(*)
		begin: output_logic
			divider_enable = 1'b0;
			bd = 3'd0;
			case (current_state)  
				READY: begin  
					divider_enable = 1'b0;  
					bd = 3'd0;
					end
				UP: begin
					divider_enable = 1'b1;
					bd = 3'b100;
					end
				DOWN: begin
					divider_enable = 1'b1;
					bd = 3'b101;
					end
				LEFT: begin
					divider_enable = 1'b1;
					bd = 3'b110;
					end
				RIGHT: begin
					divider_enable = 1'b1;
					bd = 3'b111;
					end
			endcase
		end
	always @(posedge clk)
		begin:ratedivider
			if(!resetn)begin
				dividerout <=  20'd0;
				divider <= 1'd0;
				end
			else if(dividerout == 20'b10100000010100000111)begin
				dividerout <= 20'd0;
				divider <= 1'd1;
				end
			else if(divider_enable == 1'd0)begin
				dividerout <= 20'd0;
				divider <= 1'd0;
				end
			else begin
				dividerout <= dividerout + 1'b1;
				divider <= 1'd0;
				end
		end
	always @(posedge clk)
		begin
			if(!bd[2])begin  
				bx <= tx;
				by <= ty;
				end
			else if(divider == 1'd1)begin
				case(bd[1:0])
					2'd0: begin  
						bx <= bx;
						by <= by-1'd1;
						end
					2'd1: begin  
						bx <= bx;
						by <= by+1'd1;
						end
					2'd2: begin  
						bx <= bx-1'd1;
						by <= by;
						end
					2'd3: begin  
						bx <= bx+1'd1;
						by <= by;
						end
				endcase
			end
			else begin
				bx <= bx;
				by <= by;
				end
		end
endmodule 
### flow/run.sh
#!/bin/bash
# OpenROAD 26Q1-2900-gdf79404cd8, Yosys 0.63+post, stock flow scripts
make -C /OpenROAD-flow-scripts/flow DESIGN_CONFIG=/design/flow/config.mk WORK_HOME=/design/flow/orfs finish
### flow/config.mk
export PLATFORM = sky130hd
export DESIGN_NAME = bullet
export DESIGN_NICKNAME = bullet
export VERILOG_FILES = /design/flow/design.v
export SDC_FILE = /design/flow/constraint.sdc
export NUM_CORES = 4
export LEC_CHECK = 1
export CORE_UTILIZATION = 40
### flow/constraint.sdc
current_design bullet

set clk_period 4.8
set clk_io_pct 0.2

create_clock -name clk0 -period $clk_period [get_ports {clk}]

set non_clock_inputs [all_inputs -no_clocks]
set_input_delay [expr $clk_period * $clk_io_pct] -clock clk0 $non_clock_inputs
set_output_delay [expr $clk_period * $clk_io_pct] -clock clk0 [all_outputs]
==> summary.txt <==
Implementation progress

The run finished with clean final reports. By startpoint and endpoint, the worst setup path is classified as reg2out. The number of buffers created by CTS stands at 5. The number of detailed-routing iterations run before antenna repair stands at 4. The post-synthesis share of cell area spent on full adders, half adders and majority gates stands at 8.64%.

The share of flip-flops with an asynchronous set or reset after synthesis stands at 0%. For this configuration, the core starts out at a cell density of 42.1%. The final tally of max-slew violations stands at 0. The commonest cells after synthesis are 29 x sky130_fd_sc_hd__nand2_1, 27 x sky130_fd_sc_hd__dfxtp_1, 26 x sky130_fd_sc_hd__nor2_1. The overall global routing resource usage stands at 17.5%. TritonCTS built the clock tree. The timing report attributes the biggest portion of critical-path delay to buffers and inverters. The flow reports that the clock network draws 29.9% of the design power. The first global-routing pass estimated 8310 um of wire. The most common cell in the synthesized netlist is sky130_fd_sc_hd__nand2_1. Summed over its instances, the top area cell type makes up 23.1% of the synthesized netlist area. The instance area after placement stands at 2840 um2.

For reference, the placement row count at floorplan is 27. The parity-gate share of the synthesized area counting xor and xnor cells stands at 7.47%. The most used flip-flop cell after synthesis is sky130_fd_sc_hd__dfxtp_1.

By area, the combinational part of the netlist is dominated by simple AND/OR/NAND/NOR gates. Entering global routing, the biggest net connects 25 pins. The final report lists a non-filler cell total of 373. The transition time recorded at the tightest slew-check pin is 0.601 ns.

The cell count after synthesis stands at 256. The wire length per cell after detailed routing stands at 13.1 um. Counting endpoints that fail hold in the final report gives 0. At the end of routability-driven placement, the weighted congestion stood at 0.818.

The biggest area contributor in the post-synthesis netlist is sky130_fd_sc_hd__dfxtp_1. Setup total negative slack on the finished layout was measured at 0 ns. Per the run summary, max-cap violations total 0. The later-pin clock latency in the skew report stands at 0.29 ns. After synthesis, the netlist uses 43 different library cells. The height of the chip stands at 78.6 um. The die width stands at 78.6 um. The report lists the cells along the critical path as nor4_4 > inv_1 > clkdlybuf4s50_1. The required arrival time at the worst endpoint stands at 3.84 ns. The max-slew headroom at the worst pin stands at 59.8%.

The script extracted a total leakage power of 1.08 nW. The final HPWL from detailed placement stands at 3500 um. The script computed the net switching share of total power as 25.4%.

The fraction of the core area covered by cells at the end of the flow stands at 52.5%. The TritonCTS sink count stands at 42. The total antenna diodes in the routed design stands at 0.

Of the total synthesized cell area, the portion taken by AND-OR and OR-AND cells is 13.6%. Setup repair after global routing left no endpoint under its margin. STA puts the critical path data arrival time at 1.80 ns.

Per the synth log, the flip-flop and latch total comes to 42. Per the post-route antenna check, the number of violating nets is 0. In the routed layout, each cell is associated on average with a via count of 5.22.

Summing all non-filler instances in the final layout gives an area of 2930 um2. The sequential share of power stands at 50.8%. The via total after detailed routing stands at 1948. The cell total in the yosys stat output stands at 256. The via count of the first global-routing pass stands at 1747. The tree is rooted in a sky130_fd_sc_hd__clkbuf_8. The count of buffers from port buffering stands at 39. The portion of the clock cycle consumed by the worst path in the final layout stands at 57.6%.

The setup-violating endpoint count in the final report stands at 0. The maximum fanout encountered on the critical timing path stands at 16. On the final layout, the worst clock skew is 0.00948 ns. After detailed routing, the number of remaining DRC violations is 0.

The switching power total stands at 202 uW. The overall die area stands at 6170 um2. The total number of warnings across the stage logs stands at 26. The residual overflow from global routing stands at 0. After detailed placement, the design holds a cell count of 365. The power density normalized to cell area stands at 272 nW/um2. The clock tree buffer depth stands at 2. The worst hold margin stands at 0.461 ns.

The chip area from the yosys synthesis statistics stands at 2340 um2. Warnings reported by Yosys during synthesis add up to 1. Per the repair_timing log after CTS, setup buffers inserted total 0. Summing every instance area after synthesis gives 2340 um2. After synthesis, the cell types taking the most area are sky130_fd_sc_hd__dfxtp_1 23%, sky130_fd_sc_hd__edfxtp_1 19%, sky130_fd_sc_hd__ha_1 6.9%, sky130_fd_sc_hd__nand2_1 4.6%, sky130_fd_sc_hd__xnor2_1 4.5%.

In this run, the number of DRC markers left after iteration 0 of detailed routing was 94. The biggest cell delay along the critical path stands at 0.56 ns. The sequential area share after synthesis stands at 42.3%.

The combinational cell fraction of total power stands at 19.3%. The clock period could shrink to 2.76 ns. The mean post-synth cell area stands at 9.16 um2.

The clock H-tree reported by CTS has 2 levels. The worst setup path is captured at an output pin. The total of hold buffers inserted after clock tree synthesis stands at 0.

The share of cell area taken by muxes after synthesis stands at 0.427%. In this build the clock could be raised as far as 362 MHz. According to the floorplan report, the placeable core area is 5570 um2.

Per the power-grid run, VDD falls by no more than 0.134 mV. The total length of routed wires stands at 4880 um. The worst setup path is launched from a flop. During I/O placement, the number of pins put on the boundary was 40. The internal power component stands at 593 uW. The initial antenna violation count came to 0. The layout summary lists the proportion of cells stronger than drive strength 1 as 6.64%.

The layout overhead on the synthesized area stands at 24.9%. The type recorded for the worst min-delay path is reg2reg. Per the post-run analysis, buffers plus inverters along the critical path come to 2.

The area share of and/or/nand/nor cells after synthesis stands at 25.1%. Looking at the critical path, the single cell with the biggest stage delay is sky130_fd_sc_hd__clkdlybuf4s50_1. The number of flops mapped to enable cells by yosys stands at 15. The timing report gives the clock slew at the launch and capture registers of the worst setup and hold paths as 0.08 ns. The post-cts sizing count stands at 0.
==> final cells by class <==
| type | instances | area, um2 |
|---|---|---|
| fillers | 541 | 2650 |
| multi-input cells | 198 | 1300 |
| flip-flops and latches | 42 | 991 |
| repair buffers | 42 | 413 |
| well taps | 72 | 90.1 |
| clock buffers | 7 | 86.3 |
| inverters | 11 | 41.3 |
| clock inverters | 1 | 5.00 |
==> layout by cell type, fill, tap and decap left out, types with 2 or more instances in the layout <==
cell	count
sky130_fd_sc_hd__clkdlybuf4s50_1	39
sky130_fd_sc_hd__nand2_1	29
sky130_fd_sc_hd__dfxtp_1	27
sky130_fd_sc_hd__nor2_1	26
sky130_fd_sc_hd__o21ai_0	19
sky130_fd_sc_hd__a21oi_1	15
sky130_fd_sc_hd__edfxtp_1	15
sky130_fd_sc_hd__ha_1	13
sky130_fd_sc_hd__xnor2_1	12
sky130_fd_sc_hd__inv_1	11
sky130_fd_sc_hd__nand3_1	10
sky130_fd_sc_hd__xor2_1	8
sky130_fd_sc_hd__nand4_1	7
sky130_fd_sc_hd__nor3b_1	6
sky130_fd_sc_hd__clkbuf_8	6
sky130_fd_sc_hd__nor4_1	5
sky130_fd_sc_hd__a21o_1	4
sky130_fd_sc_hd__nor3_1	4
sky130_fd_sc_hd__nor2b_1	4
sky130_fd_sc_hd__or3_1	4
sky130_fd_sc_hd__a211oi_1	3
sky130_fd_sc_hd__buf_4	3
sky130_fd_sc_hd__nand3b_1	2
sky130_fd_sc_hd__or2_2	2
sky130_fd_sc_hd__a22o_1	2
sky130_fd_sc_hd__and3_1	2
sky130_fd_sc_hd__or4_4	2
sky130_fd_sc_hd__fa_1	2
==> layer usage <==
metal  global-route usage (%)  vias to the layer above  share of wire, %
met1                     27.5                      889                50
met5                        0                        -                 0
met2                     27.1                       38                45
met3                     2.83                        6               3.8
li1                         -                     1015                 -
met4                     1.85                        0               1.0
==> worst paths after layout <==
kind,to,slack [ns],from,cells past startpoint
hold reg to reg,current_state[0],0.46,current_state[0],2
setup reg to reg,by[6],2.31,current_state[5],7
hold / removal,current_state[0],0.46,current_state[0],2
setup / recovery,bd[2],2.04,current_state[4],3
==> worst min-delay path, delay by kind of cell, from the launching register on <==
family / cells / cell delay, ns
flops: 1 / 0.32
compound gates: 1 / 0.06
buf+inv: 1 / 0.04
==> metrics by stage <==
stage          total power [mW]  setup slack, ns
2_1_floorplan             0.495             2.55
3_3_place_gp              0.566             2.37
3_5_place_dp              0.566             2.35
4_1_cts                   0.810             2.02
5_1_grt                   0.843             1.89
6_report                  0.796             2.04
==> kinds of logic (layout without fill, tap and decap cells) <==
| group | count (synthesis) | in the layout |
|---|---|---|
| adder cells (fa/ha/maj) | 15 | 15 |
| AND/OR/NAND/NOR | 110 | 110 |
| flip-flops | 42 | 42 |
| buffers and inverters | 16 | 61 |
| multiplexers | 1 | 1 |
| XOR/XNOR | 20 | 20 |
| AND-OR/OR-AND | 52 | 52 |
==> flip-flops by register name, summed over array words and instances (netlist names) <==
signal,count
by,7
dividerout,20
current_state,6
divider,1
bx,8
==> power groups by stage <==
stage                 Clock (mW)  Sequential, mW  Combinational [mW]
after global routing       0.261           0.408               0.175
final                      0.238           0.404               0.154
after CTS                  0.250           0.405               0.155
Power is estimated from default activity; no workload was simulated.
